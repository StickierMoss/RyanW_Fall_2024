**design/flow/run.sh**
```bash
#!/bin/bash
# OpenROAD 26Q1-2900-gdf79404cd8, Yosys 0.63+post, stock flow scripts
make -C /OpenROAD-flow-scripts/flow DESIGN_CONFIG=/design/flow/config.mk WORK_HOME=/design/flow/orfs finish
```
**design/flow/config.mk**
```make
export PLATFORM = sky130hd
export DESIGN_NAME = player_init
export DESIGN_NICKNAME = player_init
export VERILOG_FILES = /design/flow/design.v
export SDC_FILE = /design/flow/constraint.sdc
export NUM_CORES = 4
export LEC_CHECK = 1
export CORE_AREA = 10 10 75 75
export DIE_AREA = 0 0 85 85
```
**design/flow/constraint.sdc**
```tcl
current_design player_init

set clk_period 2.9
set clk_io_pct 0.2

create_clock -name clk0 -period $clk_period

set non_clock_inputs [all_inputs -no_clocks]
set_input_delay [expr $clk_period * $clk_io_pct] -clock clk0 $non_clock_inputs
set_output_delay [expr $clk_period * $clk_io_pct] -clock clk0 [all_outputs]
```
**design/flow/design.v**
```verilog
module player_init(
    input wire [9:0] h_count,
    input wire [9:0] v_count,
    input wire [9:0] column_start,
    input wire [9:0] note_y_position,
    input wire note_active,
    output reg note_visible
);
    parameter NOTE_WIDTH = 10;  
    parameter NOTE_HEIGHT = 10;  
    always @* begin
        note_visible = note_active && (h_count >= column_start) && (h_count < column_start + NOTE_WIDTH) && 
													(v_count >= note_y_position) && (v_count < note_y_position + NOTE_HEIGHT);
	 end
endmodule
```
==> qor.yml <==
status: "complete, but fails checks"
violations: "negative setup slack"
die_h_um: 85
worst-endpoint-arrival_ns: 2.57
max_slew_margin: 0.832
die-area_mm2: 0.00723
p_leak_uw: 0.000965
place.gp.congestion: 0.855
hp-class: "in2out"
met1_usage: 0.114
grt_pass1_wl_mm: 5.10
regArea_um2: 0
crit_type: "in2out"
drt-pass1-iter-count: 4
synthCells: 145
avgSynthCellArea_um2: 7.92
boundaryPins: 42
drt_iter0_markers: 12
ys_sh_simple: 0.150
yosysUniqueCellTypes: 28
finalHoldViolCount: 0
hold_slack_ns: 1.82
yosys.area_share.aoi: 0.209
worstSetupStartpointType: "input pin"
fmax_mhz: 318
worstPathRequired_ns: 2.32
top_cell_area_share: 0.436
antenna_cells: 0
fa_ha_area_frac: 0.436
cp_max_fo: 2
min_period_ns: 3.15
yosys-stat-cells: 145
dr_total_vias: 1247
ff_count: 0
tightest_slew_ns: 0.250
grtUsageMet2: 0.127
portBuffers: 42
yosysChipArea_mm2: 0.00115
top_usage_layer: "met2"
grt_max_degree: 5
hold_path_depth: 4
rsz0062_at_grt: "true"
min_to: "note_visible"
antenna_left: 0
startpoint: "note_y_position[6]"
synth_seq_share: 0
place_ws_ns: -1.14
syn2layout_area_growth_pct: 72.0
syn_area_mm2: 0.00115
drcViolationCount: 0
wl_per_cell_um: 11.0
gr-total-overflow: 0
finalWorstSetupSlack_ns: -0.249
core_mm2: 0.00406
grt_pass1_vias: 1201
die_w_um: 85
p_per_area_mw_per_mm2: 141
antenna_found_initial: 0
hold_start: "note_active"
grtUsageTotal: 0.0785
mux_area_frac: 0
grtUsageMet3: 0.0106
routed_wl_mm: 3.00
drive_above_1_share: 0.291
synth_warnings: 1
drv_slew: 0
end_kind: "output pin"
clkbuf_count: 0
synth.area.top_cells: "ha_1, xnor2_1, inv_1"
warnings: 36
setup_viol_count_final: 1
irDropWorstVdd_mv: 0.0658
fin_setup_tns_ns: -0.249
top_cells_by_count: "ha_1, inv_1, xnor2_1, a21oi_1, nand4_1"
fp-utilization: 0.283
dp_hpwl_mm: 2.76
cap_viol_max_count: 0
most_common_cell: "ha_1"
via_per_inst: 4.57
yosysTopAreaCell: "ha_1"
num_rows: 23
topCombFamilyByArea: "adder cells"
min_period_over_period: 1.09
ys_sh_xor: 0.107
cell families after synthesis:
| family | after synthesis |
|---|---|
| buffers and inverters | 23 |
| and+or+nand+nor | 31 |
| xor gates and xnor gates | 14 |
| AOI/OAI and AO/OA | 37 |
| adders and majority gates | 40 |
cells in the final DEF (no fill, tap or decap), drive strengths merged, types with 4 or more instances in the layout:
cell type / Yosys / routed
nand2b: 4 / 4
dlygate4sd2: 0 / 5
a211oi: 7 / 7
inv: 22 / 22
xnor2: 12 / 12
ha: 40 / 40
nand4: 7 / 7
o21ai: 11 / 11
nand3: 5 / 5
a21oi: 10 / 10
clkdlybuf4s50: 0 / 28
nor2: 5 / 5
buf: 0 / 40
final cells by class:
cell class | count | area (um^2)
timing repair buffer | 78 | 694
multi-input combinational | 122 | 1110
inverter | 23 | 113
fill | 389 | 2080
tap | 50 | 62.6
routing by layer:
metal  up-vias  wire length [um]
met2        18              1390
met3         0               127
li1        689                 -
met1       540              1480
met5         -                 0
met4         0                 0
per-stage QoR:
stage,power [uW],std cells,area (um^2),util
2_1_floorplan,129,145,1150,-
3_3_place_gp,261,270,1890,0.466
3_5_place_dp,261,270,1890,0.466
4_1_cts,274,273,1960,0.482
5_1_grt,316,273,1980,0.487
6_report,279,273,1980,0.487
critical path, cell delays in order:
cell and delay, ns:
clkdlybuf4s50_1 0.48, inv_1 0.07, buf_4 0.13, or3_1 0.35, xnor2_1 0.14, ha_1 0.19, a211oi_2 0.24, a21oi_2 0.09
a211oi_2 0.18, buf_2 0.12
report_power, final:
| group | switching, uW | internal, uW | leakage, uW |
|---|---|---|---|
| logic | 119 | 160 | 0.000965 |
| clock network | 0 | 0 | 0 |
| registers | 0 | 0 | 0 |
timing repair:
item,CTS,global route
pin swaps,15,14
buffers inserted,3,0
endpoints found under the setup margin,1,1
hold buffers,0,0
resized,43,14
cloned,0,0
how the worst max path moves through the flow:
stage	endpoint	slack (ns)
6_report	note_visible	-0.25
4_1_cts	note_visible	-0.32
5_1_grt	note_visible	-0.39
Power and IR drop assume default switching activity.
