===== constraint.sdc =====
current_design vga_driver

set clk_period 2.9
set clk_io_pct 0.2

create_clock -name clk0 -period $clk_period [get_ports {clk}]

set non_clock_inputs [all_inputs -no_clocks]
set_input_delay [expr $clk_period * $clk_io_pct] -clock clk0 $non_clock_inputs
set_output_delay [expr $clk_period * $clk_io_pct] -clock clk0 [all_outputs]

===== design.v =====
module vga_driver (
    input wire clk,        
    input wire rst,        
    output reg hsync,      
    output reg vsync,      
    output reg [9:0] h_count,
    output reg [9:0] v_count
);
    parameter h_active = 640;
    parameter h_front_porch = 16;
    parameter h_sync_pulse = 96;
    parameter h_back_porch = 48;
    parameter h_total_pixels = 800;
    parameter v_active = 480;
    parameter v_front_porch = 10;
    parameter v_sync_pulse = 2;
    parameter v_back_porch = 33;
    parameter v_total_lines = 525;
    always @(posedge clk or posedge rst) begin
        if (rst) begin
            h_count <= 0;
            v_count <= 0;
        end else begin
            if (h_count < h_total_pixels - 1) begin
                h_count <= h_count + 1;
            end else begin
                h_count <= 0;
                if (v_count < v_total_lines - 1) begin
                    v_count <= v_count + 1;
                end else begin
                    v_count <= 0;
                end
            end
        end
    end
    always @(*) begin
        hsync = ~((h_count >= (h_active + h_front_porch)) && (h_count < (h_active + h_front_porch + h_sync_pulse)));
        vsync = ~((v_count >= (v_active + v_front_porch)) && (v_count < (v_active + v_front_porch + v_sync_pulse)));
    end
endmodule

===== run.sh =====
#!/bin/bash
# OpenROAD 26Q1-2900-gdf79404cd8, Yosys 0.63+post, stock flow scripts
make -C /OpenROAD-flow-scripts/flow DESIGN_CONFIG=/design/flow/config.mk WORK_HOME=/design/flow/orfs finish

===== config.mk =====
export PLATFORM = sky130hd
export DESIGN_NAME = vga_driver
export DESIGN_NICKNAME = vga_driver
export VERILOG_FILES = /design/flow/design.v
export SDC_FILE = /design/flow/constraint.sdc
export NUM_CORES = 4
export LEC_CHECK = 1
export CORE_AREA = 10 10 95 95
export DIE_AREA = 0 0 105 105

==> qor.tcl <==
set qor(crit_path_top_delay_cell) {sky130_fd_sc_hd__clkdlybuf4s50_1}
set qor(grt_remaining_overflow) 0
set qor(topCellsByArea) {sky130_fd_sc_hd__dfrtp_1 (47%), sky130_fd_sc_hd__a22o_1 (5.7%), sky130_fd_sc_hd__nor2_1 (4.5%)}
set qor(clk-insertion-delay-late_ps) 260
set qor(max_freq_mhz) 453.2
set qor(reg2reg_from) {h_count[0]}
set qor(rows) 30
set qor(final.period_utilization_pct) 76.08
set qor(post_synth_inst_count) 109
set qor(drv_cap) 0
set qor(ys_warn_count) 1
set qor(final_layout_top_logic_cell) {sky130_fd_sc_hd__clkdlybuf4s50_1}
set qor(die-height_um) 105
set qor(log.warning_count) 27
set qor(synth_flop_count) 20
set qor(layout-area-overhead-vs-synth_pct) 35.00
set qor(leakagePower_nw) 0.5818
set qor(worstSetupStartpointType) {register}
set qor(cts_resized) 0
set qor(dr_total_vias) 874
set qor(drive_above_1_share_pct) 7.463
set qor(yosys-stat-cells) 109
set qor(critPathArrivalTime_ps) 1630
set qor(core_area_mm2) 0.006907
set qor(synth_chip_area_mm2) 0.001076
set qor(status) {finished clean}
set qor(cts-htree-levels) 1
set qor(seq_total_area_yosys_pct) 46.51
set qor(yosysUniqueCellTypes) 28
set qor(final_hold_viol_count) 0
set qor(total_length_of_routed_wires_mm) 2.699
set qor(critPathCaptureType) {primary output}
set qor(yosysTopAreaCell) {sky130_fd_sc_hd__dfrtp_1}
set qor(grt_first_pass_wirelength_mm) 4.395
set qor(cts_root_buf) {sky130_fd_sc_hd__clkbuf_8}
set qor(netSwitchingPower_w) 0.00009854
set qor(worst_setup_path_startpoint) {v_count[6]}
set qor(dpl.hpwl_mm) 1.960
set qor(slew_headroom_pct) 55.03
set qor(detail_route.first_pass.iterations) 4
set qor(track_usage_pct) 4.689
set qor(worstPathMaxFanout) 6
set qor(mostFrequentLayoutCells) {sky130_fd_sc_hd__clkdlybuf4s50_1 (23), sky130_fd_sc_hd__dfrtp_1 (20), sky130_fd_sc_hd__nor2_1 (13)}
set qor(crit_required_ps) 2320
set qor(post-route-util_pct) 21.03
set qor(setup-violations-final) 0
set qor(antenna_found_initial) 0
set qor(cts.sink_count) 20
set qor(cts_setup_buffers) 0
set qor(max-vdd-ir-drop_mv) 0.1329
set qor(post-place-ws_ps) 971.6
set qor(fin_skew_ps) 8.521
set qor(num_io_pins) 24
set qor(worst_hold_slack_ps) 550.7
set qor(postSynthAreaPerCell_um2) 9.872
set qor(combinationalPowerShare_pct) 1.8
set qor(hp-start) {h_count[0]}
set qor(synthDominantCellAreaShare_pct) 46.51
set qor(setup_total_negative_slack_ps) 0
set qor(cts_bufs_inserted) 3
set qor(drt_drc_violations_left) 0
set qor(power.density_cell_area_mw_per_mm2) 324.8
set qor(tritoncts_clock_tree) {done}
set qor(buffer_ports.inserted) 23
set qor(seqPwrFrac_pct) 59.1
set qor(cts_hold_repair.buffers) 0
set qor(post_drt_wl_per_cell_um) 11.73
set qor(netlist_area_mm2) 0.001076
set qor(worst_slew_pin_slew_ps) 673.2
set qor(fp-utilization_pct) 15.58
set qor(fin_crit_ps) 2206
set qor(post-route-worst-setup-slack_ps) 693.6
set qor(timing.hold.worst.class) {register to register}
set qor(power_share_of_the_clock_group_pct) 39.2
set qor(diodes) 0
set qor(detail-route-antenna-nets) 0
set qor(dieWidth_um) 105
set qor(slowest_delay_ps) 460
set qor(fp.dieArea_mm2) 0.01103
set qor(drt_iter0_markers) 34
set qor(intPower_w) 0.0003733
set qor(cts_max_path_buffers) 2
set qor(timing.final.max_slew_violations) 0
set qor(routabilityCongestion) 0.7478
set qor(switching_share_pct) 20.89
set qor(unrepaired_setup_endpoints_after_global_routing) {false}
set qor(via_count_of_the_first_global_routing_pass) 839
set qor(path_clk_slew_ps) 80
set qor(timing.critical_path.cells) {and2_1, and3_1, nand3_1, clkdlybuf4s50_1}
set qor(vias_per_cell) 3.800
set qor(path_class) {register to primary output}
set qor(grt_max_degree) 21
==> metrics by stage <==
step	power [W]	cell area, µm²	std cells
after floorplan	0.0002883	1076	109
after global placement	0.0002930	1411	227
after detailed placement	0.0002931	1411	227
after CTS	0.0004799	1453	230
after global routing	0.0004911	1453	230
final	0.0004718	1453	230
==> cells in the mapped netlist, drive strengths merged <==
master / count
nand2: 3
a31oi: 2
nor3: 5
dfrtp: 20
o2bb2ai: 1
and2: 2
nand4: 2
and3: 5
a22o: 7
a21oi: 3
xor2: 2
buf: 3
ha: 3
o311ai: 1
inv: 7
nor2: 13
a21boi: 1
and4: 1
nor4b: 1
nand3: 6
nor2b: 6
nor4: 1
o21ai: 8
a21o: 1
xnor2: 5
==> routing by layer <==
layer	wire [µm]	up-vias	GRT usage, %	part of all wire [%]
met1	1319	426	6.629	49
met3	78	2	1.056	2.9
met2	1264	10	7.162	47
li1	-	436	-	-
met4	36	0	0.9804	1.3
met5	0	-	0	0
==> critical path: cells and delay by family, from the launching register on <==
family                 cells  cell delay [ps]
DFF                        1              440
and+or+nand+nor            3              470
buffers and inverters      1              460
==> final cells by class <==
cell class | instances | area (µm²)
fill | 754 | 5454
multi-input combinational | 79 | 519.2
sequential | 20 | 500.5
timing repair buffer | 25 | 245.2
tap | 96 | 120.1
clock buffer | 3 | 41.29
inverter | 7 | 26.28
==> path summary, 6_finish.rpt <==
path | cells after the start | slack [ps] | end
min in group asynchronous | 3 | 650 | v_count[1]
setup / recovery | 4 | 690 | vsync
setup reg to reg | 5 | 1020 | v_count[5]
hold reg to reg | 1 | 550 | h_count[0]
max in group asynchronous | 3 | 2020 | h_count[8]
hold / removal | 1 | 550 | h_count[0]
==> power groups by stage <==
stage / Clock, W / Sequential, W / Combinational [W]
4_1_cts: 0.000192 / 0.000279 / 0.00000899
6_report: 0.000185 / 0.000279 / 0.00000826
5_1_grt: 0.000203 / 0.000279 / 0.00000973
==> flip-flops by register name (all words and copies together) (netlist names) <==
name     count
h_count     10
v_count     10
==> kinds of logic after synthesis <==
| kind of cell | share of synthesized area, % |
|---|---|
| AND/OR/NAND/NOR | 22.67 |
| AND-OR/OR-AND | 16.40 |
| flip-flops | 46.51 |
| buffers and inverters | 5.233 |
| XOR/XNOR | 5.698 |
| adder cells (fa/ha/maj) | 3.489 |
Power is estimated from default activity; no workload was simulated.
